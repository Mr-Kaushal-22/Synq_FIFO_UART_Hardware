`flow/run.sh`:
```
#!/bin/bash
# OpenROAD 26Q1-2900-gdf79404cd8, Yosys 0.63+post, stock flow scripts
make -C /OpenROAD-flow-scripts/flow DESIGN_CONFIG=/design/flow/config.mk WORK_HOME=/design/flow/orfs finish
```
`flow/design.v`:
```
module control_logic(
    input i_Clock,
    input [7:0] i_Byte,
    input i_DV,
    output o_wr_en,
    output o_rd_en,
    output [7:0] o_wr_Byte
    );
    reg [7:0] r_i_Byte;
    reg r_wr_en;
    reg r_rd_en;
    reg [7:0] r_wr_Byte;
    always @(posedge i_Clock)
    begin
        r_i_Byte[7:0] <= i_Byte[7:0];
        if(!i_DV)
        begin
            r_wr_en = 0;
            r_rd_en = 0;
            r_wr_Byte = 0;
        end
        else begin
            if (r_i_Byte[7:0] == 8'h5C)
            begin
                r_rd_en <= 1;
            end
            else begin
                r_wr_en = 1;
                r_wr_Byte <= i_Byte;
            end
        end
     end
    assign o_wr_en = r_wr_en;
    assign o_rd_en = r_rd_en;
    assign o_wr_Byte = r_wr_Byte;
endmodule
`timescale 1ns / 1ps
module synq_fifo #(parameter data_width = 8, depth = 32)
    (clk, wr_en, wr_data, rd_en, rd_data, f_empty, f_full);
    input clk;
    input wr_en;
    input [data_width-1:0] wr_data;
    input rd_en;
    output [data_width-1:0] rd_data; 
    output f_empty;
    output f_full;
    reg [data_width-1:0] r_rd_data=0;
    reg [$clog2(depth)-1:0] wr_ptr=0, rd_ptr=0;
    reg [data_width-1:0] fifo [depth-1:0];
    integer count = 0;
    always @(posedge clk)
    begin
        if(wr_en && !f_full && rd_en && !f_empty)
        begin
            fifo[wr_ptr] <= wr_data;
            wr_ptr <= wr_ptr+1;
            count <= count;
            r_rd_data <= fifo[rd_ptr];
            rd_ptr <= rd_ptr+1;
            fifo[rd_ptr] <= 0;
        end
        else if(wr_en && !f_full)
        begin
            fifo[wr_ptr] <= wr_data;
            wr_ptr <= wr_ptr+1;
            count <= count + 1'b1;
        end
        else if(rd_en && !f_empty)
        begin
            r_rd_data <= fifo[rd_ptr];
            rd_ptr <= rd_ptr+1;
            count <= count - 1'b1;
            fifo[rd_ptr] <= 0;
        end
        else
            r_rd_data <= 0;
    end
    assign rd_data = r_rd_data;
    assign f_full = (count == depth);
    assign f_empty = (count ==0);
endmodule
module top(
    input Clock,
    input Rx_Serial,
    output f_full,
    output f_empty,
    output Tx_Active,
    output Tx_Serial,
    output Tx_Done
    );
    wire DV,rd,wr;
    wire [7:0] Byte,rd_dt,wr_dt;
uart_rx uart_rx_inst(
   .i_Clock(Clock),
   .i_Rx_Serial(Rx_Serial), 
   .o_Rx_DV(DV), 
   .o_Rx_Byte(Byte) 
   );
uart_tx uart_tx_inst(
   .i_Clock(Clock),
   .i_Tx_DV(rd),
   .i_Tx_Byte(rd_dt), 
   .o_Tx_Active(Tx_Active),
   .o_Tx_Serial(Tx_Serial),
   .o_Tx_Done(Tx_Done)
   );
synq_fifo synq_fifo_inst(
    .clk(Clock), 
    .wr_en(wr), 
    .wr_data(wr_dt), 
    .rd_en(rd), 
    .rd_data(rd_dt), 
    .f_empty(f_empty), 
    .f_full(f_full)
    );
control_logic control_logic_inst(
    .i_Clock(Clock),
    .i_Byte(Byte),
    .i_DV(DV),
    .o_wr_en(wr),
    .o_rd_en(rd),
    .o_wr_Byte(wr_dt)
    ); 
endmodule
module uart_rx 
  #(parameter CLKS_PER_BIT = 87)
  (
   input        i_Clock,  
   input        i_Rx_Serial,  
   output       o_Rx_DV,  
   output [7:0] o_Rx_Byte  
   );
  parameter s_IDLE         = 3'b000;
  parameter s_RX_START_BIT = 3'b001;
  parameter s_RX_DATA_BITS = 3'b010;
  parameter s_RX_STOP_BIT  = 3'b011;
  parameter s_CLEANUP      = 3'b100;
  reg           r_Rx_Data_R = 1'b1;
  reg           r_Rx_Data   = 1'b1;
  reg [7:0]     r_Clock_Count = 0;
  reg [2:0]     r_Bit_Index   = 0;  
  reg [7:0]     r_Rx_Byte     = 0;
  reg           r_Rx_DV       = 0;  
  reg [2:0]     r_SM_Main     = 0;  
  always @(posedge i_Clock)
    begin
      r_Rx_Data_R <= i_Rx_Serial;
      r_Rx_Data   <= r_Rx_Data_R;
    end
  always @(posedge i_Clock)
    begin
      case (r_SM_Main)
        s_IDLE :
          begin
            r_Rx_DV       <= 1'b0;
            r_Clock_Count <= 0;
            r_Bit_Index   <= 0;
            if (r_Rx_Data == 1'b0)           
              r_SM_Main <= s_RX_START_BIT;
            else
              r_SM_Main <= s_IDLE;
          end
        s_RX_START_BIT :
          begin
            if (r_Clock_Count == (CLKS_PER_BIT-1)/2)
              begin
                if (r_Rx_Data == 1'b0)
                  begin
                    r_Clock_Count <= 0;   
                    r_SM_Main     <= s_RX_DATA_BITS;
                  end
                else
                  r_SM_Main <= s_IDLE;
              end
            else
              begin
                r_Clock_Count <= r_Clock_Count + 1;
                r_SM_Main     <= s_RX_START_BIT;
              end
          end  
        s_RX_DATA_BITS :
          begin
            if (r_Clock_Count < CLKS_PER_BIT-1)
              begin
                r_Clock_Count <= r_Clock_Count + 1;
                r_SM_Main     <= s_RX_DATA_BITS;
              end
            else
              begin
                r_Clock_Count          <= 0;
                r_Rx_Byte[r_Bit_Index] <= r_Rx_Data;
                if (r_Bit_Index < 7)
                  begin
                    r_Bit_Index <= r_Bit_Index + 1;
                    r_SM_Main   <= s_RX_DATA_BITS;
                  end
                else
                  begin
                    r_Bit_Index <= 0;
                    r_SM_Main   <= s_RX_STOP_BIT;
                  end
              end
          end  
        s_RX_STOP_BIT :
          begin
            if (r_Clock_Count < CLKS_PER_BIT-1)
              begin
                r_Clock_Count <= r_Clock_Count + 1;
                r_SM_Main     <= s_RX_STOP_BIT;
              end
            else
              begin
                r_Rx_DV       <= 1'b1;
                r_Clock_Count <= 0;
                r_SM_Main     <= s_CLEANUP;
              end
          end  
        s_CLEANUP :
          begin
            r_SM_Main <= s_IDLE;
            r_Rx_DV   <= 1'b0;
          end
        default :
          r_SM_Main <= s_IDLE;
      endcase
    end   
  assign o_Rx_DV   = r_Rx_DV;
  assign o_Rx_Byte = r_Rx_Byte;
endmodule  
module uart_tx 
  #(parameter CLKS_PER_BIT = 87)
  (
   input       i_Clock,
   input       i_Tx_DV,  
   input [7:0] i_Tx_Byte, 
   output      o_Tx_Active,
   output reg  o_Tx_Serial,
   output      o_Tx_Done
   );
  parameter s_IDLE         = 3'b000;
  parameter s_TX_START_BIT = 3'b001;
  parameter s_TX_DATA_BITS = 3'b010;
  parameter s_TX_STOP_BIT  = 3'b011;
  parameter s_CLEANUP      = 3'b100;
  reg [2:0]    r_SM_Main     = 0;
  reg [7:0]    r_Clock_Count = 0;
  reg [2:0]    r_Bit_Index   = 0;
  reg [7:0]    r_Tx_Data     = 0;
  reg          r_Tx_Done     = 0;
  reg          r_Tx_Active   = 0;
  always @(posedge i_Clock)
    begin
      case (r_SM_Main)
        s_IDLE :
          begin
            o_Tx_Serial   <= 1'b1;          
            r_Tx_Done     <= 1'b0;
            r_Clock_Count <= 0;
            r_Bit_Index   <= 0;
            if (i_Tx_DV == 1'b1)
              begin
                r_Tx_Active <= 1'b1;
                r_Tx_Data   <= i_Tx_Byte;
                r_SM_Main   <= s_TX_START_BIT;
              end
            else
              r_SM_Main <= s_IDLE;
          end  
        s_TX_START_BIT :
          begin
            o_Tx_Serial <= 1'b0;
            if (r_Clock_Count < CLKS_PER_BIT-1)
              begin
                r_Clock_Count <= r_Clock_Count + 1;
                r_SM_Main     <= s_TX_START_BIT;
              end
            else
              begin
                r_Clock_Count <= 0;
                r_SM_Main     <= s_TX_DATA_BITS;
              end
          end  
        s_TX_DATA_BITS :
          begin
            o_Tx_Serial <= r_Tx_Data[r_Bit_Index];
            if (r_Clock_Count < CLKS_PER_BIT-1)
              begin
                r_Clock_Count <= r_Clock_Count + 1;
                r_SM_Main     <= s_TX_DATA_BITS;
              end
            else
              begin
                r_Clock_Count <= 0;
                if (r_Bit_Index < 7)
                  begin
                    r_Bit_Index <= r_Bit_Index + 1;
                    r_SM_Main   <= s_TX_DATA_BITS;
                  end
                else
                  begin
                    r_Bit_Index <= 0;
                    r_SM_Main   <= s_TX_STOP_BIT;
                  end
              end
          end  
        s_TX_STOP_BIT :
          begin
            o_Tx_Serial <= 1'b1;
            if (r_Clock_Count < CLKS_PER_BIT-1)
              begin
                r_Clock_Count <= r_Clock_Count + 1;
                r_SM_Main     <= s_TX_STOP_BIT;
              end
            else
              begin
                r_Tx_Done     <= 1'b1;
                r_Clock_Count <= 0;
                r_SM_Main     <= s_CLEANUP;
                r_Tx_Active   <= 1'b0;
              end
          end  
        s_CLEANUP :
          begin
            r_Tx_Done <= 1'b1;
            r_SM_Main <= s_IDLE;
          end
        default :
          r_SM_Main <= s_IDLE;
      endcase
    end
  assign o_Tx_Active = r_Tx_Active;
  assign o_Tx_Done   = r_Tx_Done;
endmodule
```
`flow/config.mk`:
```
export PLATFORM = sky130hd
export DESIGN_NAME = top
export DESIGN_NICKNAME = top
export VERILOG_FILES = /design/flow/design.v
export SDC_FILE = /design/flow/constraint.sdc
export NUM_CORES = 4
export LEC_CHECK = 1
export CORE_UTILIZATION = 30
```
`flow/constraint.sdc`:
```
current_design top

set clk_period 25.7
set clk_io_pct 0.2

create_clock -name clk0 -period $clk_period [get_ports {Clock}]

set non_clock_inputs [all_inputs -no_clocks]
set_input_delay [expr $clk_period * $clk_io_pct] -clock clk0 $non_clock_inputs
set_output_delay [expr $clk_period * $clk_io_pct] -clock clk0 [all_outputs]
```
==> impl_table.tex <==
% Auto-generated results table
\begin{tabular}{lr}
\hline
Metric & Value \\
\hline
\multicolumn{2}{l}{\textbf{Clocking}} \\
Clock Tree Buf Depth & 3 \\
Root cell of the clock tree & sky130\_fd\_sc\_hd\_\_clkbuf\_16 \\
Clock slew at the register clock pins of the worst setup and hold paths & roughly 0.060 ns \\
Number of buffers added by the clock tree synthesis step & between 40 and 50 \\
Number of clock sinks & 374 \\
Count of cells resized by post-cts repair & 0 \\
Number of levels in the clock H-tree & 2 \\
Clock tree from TritonCTS & done \\
Postcts setup bufs & 0 \\
Post-CTS Hold Fix Bufs & 0 \\
Worst-Skew Late Latency & 0.57 ns \\
\multicolumn{2}{l}{\textbf{Global route}} \\
Global-route wire length before repair & just over 70000 µm \\
Number of antenna violations at the first check in global routing & 0 \\
Maximum number of pins on one net before global-route repair & 73 \\
Global-route usage over all layers & 0.155 \\
Overflow after GRT & 0 \\
Via count of the first global-routing pass & between 10000 and 15000 \\
\multicolumn{2}{l}{\textbf{Synth}} \\
Number of flops mapped to enable cells by yosys & between 90 and 100 \\
Seq share, synth & 0.477 \\
Instance count of the mapped netlist & approximately 1900 \\
\# Cells Yosys & between 1500 and 2000 \\
Syn avg cell area & 9.30 µm² \\
Number of synthesis warnings & 4 \\
Synthesis area per yosys & about 0.018 mm² \\
Predominant post-synthesis flop cell & sky130\_fd\_sc\_hd\_\_dfxtp\_1 \\
Proportion of synthesized flip-flops having asynchronous set or reset & 0 \\
Cell area after synthesis & roughly 0.018 mm² \\
Yosys reg bits & 374 \\
Synth cell types & a little under 70 \\
\multicolumn{2}{l}{\textbf{Timing}} \\
Final worst setup slack & between 15 and 20 ns \\
Max Clk Rate & between 0.1 and 0.15 GHz \\
Setup Skew & around 0.034 ns \\
Total of endpoints with negative setup slack in the final report & 0 \\
Sum of negative setup slack & 0 ns \\
Slew HR & 0.382 \\
Ratio of final minimum period to clock period & 0.292 \\
Post-layout minimum cycle time & about 7.5 ns \\
Transition time at the pin with the least slew margin & 0.925 ns \\
Final Hold Vio Count & 0 \\
RSZ-0062 raised after global routing & no \\
Final number of max-transition violations & 0 \\
Hold\_ws & 0.341 ns \\
\multicolumn{2}{l}{\textbf{Detailed routing}} \\
Routed WL per cell & roughly 17 µm \\
Vias after detailed routing & roughly 14000 \\
Via-to-Cell Ratio & roughly 5.2 \\
Final ANT Viol Nets & 0 \\
Diodes inserted & 0 \\
Drt first-iter violations & between 1000 and 1500 \\
Total DRC errors in the routed layout & 0 \\
Final routed wirelength across all metal layers & roughly 45000 µm \\
Drt pass-1 iters & 5 \\
\multicolumn{2}{l}{\textbf{Setup path}} \\
Worst setup EP type & output pin \\
Kind of start point of the critical path & flop \\
Maximum fanout count along the critical path & 3 \\
Crit path required time & roughly 20 ns \\
Worst Reg-to-Reg Cells & 15 \\
Crit Path Class & flop to output pin \\
CP arrival & approximately 2.4 ns \\
\multicolumn{2}{l}{\textbf{Die}} \\
Die Ht & about 240 µm \\
Horizontal die size & between 200 and 250 µm \\
Total die size & 0.0597 mm² \\
Num rows & a little under 90 \\
Fp util & 0.305 \\
Number of I/O pins & 7 \\
Floorplan core area & approximately 0.058 mm² \\
\multicolumn{2}{l}{\textbf{Min path}} \\
Type of the most critical hold path & flop to flop \\
Cell depth of the worst hold path & 0 \\
\multicolumn{2}{l}{\textbf{Flow run}} \\
Total of max-cap violations & 0 \\
Number of warning messages in the logs & 35 \\
\multicolumn{2}{l}{\textbf{Finish}} \\
Synthesis-to-layout area growth & 12.4\% \\
Fraction of final layout cells sized beyond drive strength 1 & 0.104 \\
Final-layout fill cell count & about 5700 \\
Post-Layout Cell Count & 2648 \\
\multicolumn{2}{l}{\textbf{Power and ir drop}} \\
Peak supply drop & 0.0559 mV \\
Leakage & between 6 and 7 nW \\
Total Power Consumption & approximately 0.0014 W \\
Power density relative to cell area & between 60 and 70 mW/mm² \\
\multicolumn{2}{l}{\textbf{Place}} \\
Dpl ws & 18.79 ns \\
HPWL after detailed placement & 28500 µm \\
Total of buffers placed on input and output ports & 6 \\
Instance count after placement with tap cells included & 2573 \\
Final RePlAce weighted congestion & a little under 0.9 \\
\multicolumn{2}{l}{\textbf{Run status}} \\
Result of the run & completed \\
\hline
\end{tabular}
-- flip-flops by register name, summed over array words and instances, names as in the netlist, 3 cells and up --
| signal | flops |
|---|---|
| uart_rx_inst.r_SM_Main | 3 |
| control_logic_inst.r_wr_Byte | 8 |
| synq_fifo_inst.r_rd_data | 8 |
| synq_fifo_inst.fifo | 256 |
| uart_tx_inst.r_Clock_Count | 8 |
| uart_rx_inst.r_Clock_Count | 8 |
| uart_rx_inst.r_Bit_Index | 3 |
| synq_fifo_inst.count | 32 |
| control_logic_inst.r_i_Byte | 8 |
| synq_fifo_inst.wr_ptr | 5 |
| synq_fifo_inst.rd_ptr | 5 |
| uart_tx_inst.r_Tx_Data | 8 |
| uart_rx_inst.r_Rx_Byte | 8 |
| uart_tx_inst.r_Bit_Index | 3 |
| uart_tx_inst.r_SM_Main | 3 |
-- layout by cell type (no fill, tap or decap), types with 31 or more instances in the layout --
cell type / Yosys / final
sky130_fd_sc_hd__nand2_1: 303 / 303
sky130_fd_sc_hd__a21oi_1: 294 / 294
sky130_fd_sc_hd__dfxtp_1: 282 / 282
sky130_fd_sc_hd__o21ai_0: 270 / 270
sky130_fd_sc_hd__nor2_1: 107 / 107
sky130_fd_sc_hd__edfxtp_1: 92 / 92
sky130_fd_sc_hd__mux4_2: 66 / 66
sky130_fd_sc_hd__ha_1: 46 / 46
sky130_fd_sc_hd__clkbuf_16: 0 / 43
sky130_fd_sc_hd__xnor2_1: 32 / 31
-- routing by layer --
metal,wire (µm),track usage,vias to the layer above
met5,0,0,-
met4,1300,0.0414,0
met3,3470,0.0431,81
met2,20200,0.240,457
met1,19600,0.217,6593
li1,-,-,6758
-- worst paths after layout --
check                           startpoint                  endpoint  slack (ns)
hold reg to reg   uart_rx_inst.r_Rx_Data_R    uart_rx_inst.r_Rx_Data        0.34
setup / recovery   synq_fifo_inst.count[1]                    f_full       18.19
setup reg to reg   synq_fifo_inst.count[1]  synq_fifo_inst.count[30]       21.80
hold / removal    uart_rx_inst.r_Rx_Data_R    uart_rx_inst.r_Rx_Data        0.34
-- report_power, final --
group | internal (W) | leakage (nW) | switching [W] | total (W)
sequential | 0.000623 | 3.17 | 0.0000163 | 0.000639
combinational | 0.0000397 | 2.60 | 0.0000612 | 0.000101
clock | 0.000373 | 0.714 | 0.000249 | 0.000622
-- cells by family (layout without fill, tap and decap cells) --
family | after synthesis | count (layout) | share of synthesized area
AND-OR/OR-AND | 671 | 671 | 0.210
XOR/XNOR | 51 | 51 | 0.0254
adder cells (fa/ha/maj) | 47 | 47 | 0.0338
buffers and inverters | 150 | 139 | 0.0342
flip-flops | 374 | 374 | 0.477
multiplexers | 76 | 76 | 0.0902
other | 1 | 1 | 0.000213
AND/OR/NAND/NOR | 524 | 524 | 0.129
-- stage by stage --
step                      cell area [µm²]  utilization
final                               19800        0.342
after global routing                19800        0.342
after CTS                           19800        0.342
after detailed placement            18400        0.318
after global placement              18400        0.318
after floorplan                     17600            -
-- critical path, cell delays in order (launching register included) --
cell,delay (ns)
sky130_fd_sc_hd__edfxtp_1,0.42
sky130_fd_sc_hd__nor4_1,0.41
sky130_fd_sc_hd__nand4_1,0.19
sky130_fd_sc_hd__nor2_1,0.19
sky130_fd_sc_hd__and2_1,0.15
sky130_fd_sc_hd__clkdlybuf4s50_1,0.45
-- cell type report --
type,count,area [µm²],share of cell area
clock buffers,52,1160,0.0586
clock inverters,23,282,0.0142
inverters,30,113,0.00569
multi-input cells,1370,8610,0.435
flip-flops and latches,374,8410,0.425
well taps,765,957,0.0484
repair buffers,34,270,0.0137
-- cells in the mapped netlist (all sizes together) (15+ instances only) --
| cell | instances | share of area |
|---|---|---|
| mux4 | 66 | 0.084 |
| a21o | 19 | 0.0082 |
| nand3 | 27 | 0.0077 |
| nor2 | 107 | 0.023 |
| a31oi | 15 | 0.0057 |
| ha | 46 | 0.033 |
| a21oi | 294 | 0.084 |
| nand2 | 307 | 0.066 |
| o21ai | 272 | 0.078 |
| xnor2 | 32 | 0.016 |
| buf | 46 | 0.011 |
| inv | 30 | 0.0064 |
| edfxtp | 92 | 0.16 |
| clkbuf | 74 | 0.017 |
| xor2 | 19 | 0.0094 |
| a22oi | 18 | 0.0077 |
| dfxtp | 282 | 0.32 |
Power is estimated from default activity; no workload was simulated.
